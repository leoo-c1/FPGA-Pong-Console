<file path="config.mk">
export PLATFORM = sky130hd
export DESIGN_NAME = paddle_control
export DESIGN_NICKNAME = paddle_control
export VERILOG_FILES = /design/flow/design.v
export SDC_FILE = /design/flow/constraint.sdc
export NUM_CORES = 4
export LEC_CHECK = 1
export CORE_UTILIZATION = 40
</file>
<file path="run.sh">
#!/bin/bash
# OpenROAD 26Q1-2900-gdf79404cd8, Yosys 0.63+post, stock flow scripts
make -C /OpenROAD-flow-scripts/flow DESIGN_CONFIG=/design/flow/config.mk WORK_HOME=/design/flow/orfs finish
</file>
<file path="design.v">
module ai_opponent #(
    parameter V_VIDEO = 480,         
    parameter PDL_HEIGHT = 96,       
    parameter SPEED = 600,           
    parameter RESET_SPEED = 50,      
    parameter REACTION_TIME = 500,   
    parameter RETURN_DELAY = 400,    
    parameter MIN_OFFSET = 0,        
    parameter MAX_OFFSET = 48,       
    parameter BASE_OFFSET = 6,       
    parameter SCALING_FACTOR = 3     
    )(
    input clk_0,                     
    input rst,                       
    input wire [9:0] sq_xpos,        
    input wire [9:0] sq_ypos,        
    input wire sq_xveldir,           
    input wire reset_game,           
    input wire sq_missed,            
    input wire [3:0] score_p1,       
    input wire [3:0] score_p2,       
    output reg [9:0] ai_ypos         
    );
    parameter REACTION_PSC = REACTION_TIME * 25_175;     
    parameter COUNT_WIDTH = $clog2(REACTION_PSC + 1);    
    reg [COUNT_WIDTH-1:0] reaction_count = 0;
    parameter RETURN_PSC = RETURN_DELAY * 25_175;        
    parameter DELAY_WIDTH = $clog2(RETURN_PSC + 1);      
    reg [DELAY_WIDTH-1:0] return_count = 0;
    localparam PSC_LIMIT = 25_175_000 / SPEED;
    reg [18:0] vel_count = 0;
    localparam RESET_PSC_LIMIT = 25_175_000 / RESET_SPEED;
    reg [18:0] reset_vel_count = 0;
    parameter sq_width = 16;                             
    wire [9:0] ai_cent_y = ai_ypos + PDL_HEIGHT/2;       
    wire [9:0] sq_cent_y = sq_ypos + sq_width/2;         
    reg [5:0] lfsr_data = 6'h1F;
    always @(posedge clk_0) begin
        if (!rst)
            lfsr_data <= 6'h1F;
        else
            lfsr_data <= {lfsr_data[4:0], lfsr_data[5] ^ lfsr_data[4]};
    end
    reg [9:0] difficulty_offset;
    reg [9:0] offset_delta;  
    always @(*) begin
        if (score_p2 > score_p1) begin
            offset_delta = (score_p2 - score_p1) * SCALING_FACTOR;
            if (BASE_OFFSET + offset_delta > MAX_OFFSET)
                difficulty_offset = MAX_OFFSET;
            else
                difficulty_offset = BASE_OFFSET + offset_delta;
        end
        else if (score_p1 > score_p2) begin
            offset_delta = (score_p1 - score_p2) * SCALING_FACTOR;
            if (offset_delta > (BASE_OFFSET - MIN_OFFSET))
                difficulty_offset = MIN_OFFSET;
            else
                difficulty_offset = BASE_OFFSET - offset_delta;
        end
        else begin
            difficulty_offset = BASE_OFFSET;
        end
    end
    reg [9:0] dynamic_target_y;      
    reg offset_dir_locked = 0;       
    reg aim_high = 0;                
    always @ (posedge clk_0) begin
        if (!rst) begin
            ai_ypos <= (V_VIDEO / 2) - (PDL_HEIGHT / 2);
            vel_count <= 0;
            reset_vel_count <= 0;
            reaction_count <= 0;
            offset_dir_locked <= 0;
        end else if (reset_game) begin
            ai_ypos <= (V_VIDEO / 2) - (PDL_HEIGHT / 2);
            vel_count <= 0;
            reset_vel_count <= 0;
            reaction_count <= 0;
            offset_dir_locked <= 0;
        end else begin
            if (sq_xveldir == 1'b1 && !sq_missed) begin
                return_count <= 0;
                if (offset_dir_locked == 0) begin
                    aim_high <= lfsr_data[5];  
                    offset_dir_locked <= 1;
                end
                if (aim_high) begin
                    if (sq_cent_y + difficulty_offset < V_VIDEO)
                        dynamic_target_y <= sq_cent_y + difficulty_offset;
                    else
                        dynamic_target_y <= V_VIDEO - 1;
                end else begin
                    if (sq_cent_y > difficulty_offset)
                        dynamic_target_y <= sq_cent_y - difficulty_offset;
                    else
                        dynamic_target_y <= 0;
                end
                if (reaction_count < REACTION_PSC) begin
                    reaction_count <= reaction_count + 1;
                end else begin
                    if (vel_count < PSC_LIMIT) begin
                        vel_count <= vel_count + 1;
                    end else begin
                        vel_count <= 0;
                        if (ai_cent_y > dynamic_target_y) begin
                            if (ai_ypos > 0) begin
                                ai_ypos <= ai_ypos - 1;
                            end
                        end else if (ai_cent_y < dynamic_target_y) begin
                            if (ai_ypos < V_VIDEO - PDL_HEIGHT) begin
                                ai_ypos <= ai_ypos + 1;
                            end
                        end
                    end
                end
            end else if (sq_missed || sq_xveldir == 1'b0) begin
                reaction_count <= 0;
                offset_dir_locked <= 0;  
                if (return_count < RETURN_PSC) begin
                    return_count <= return_count + 1;
                end else begin
                    if (reset_vel_count < RESET_PSC_LIMIT) begin
                        reset_vel_count <= reset_vel_count + 1;
                    end else begin
                        reset_vel_count <= 0;
                        if (ai_cent_y > V_VIDEO/2) begin
                            if (ai_ypos > 0)
                                ai_ypos <= ai_ypos - 1;
                        end else if (ai_cent_y < V_VIDEO/2) begin
                            if (ai_ypos < V_VIDEO - PDL_HEIGHT)
                                ai_ypos <= ai_ypos + 1;
                        end
                    end
                end
            end
        end
    end
endmodule
module paddle_control #(
    parameter V_VIDEO = 480,
    parameter PDL_HEIGHT = 96,
    parameter START_X = 24,
    parameter PDL_SPEED = 600,
    parameter AI_SPEED = 500,
    parameter AI_RESET_SPEED = 300,      
    parameter AI_REACTION_TIME = 700,
    parameter RETURN_DELAY = 400,        
    parameter MIN_OFFSET = 0,            
    parameter MAX_OFFSET = 48,           
    parameter BASE_OFFSET = 6,           
    parameter SCALING_FACTOR = 3         
)(
    input clk_0,                 
    input rst,                   
    input reset_game,            
    input [1:0] mode_choice,     
    input move_up,               
    input move_down,             
    input wire [9:0] sq_xpos,    
    input wire [9:0] sq_ypos,    
    input wire sq_xveldir,       
    input wire sq_missed,        
    output [9:0] x_pos,
    output reg [9:0] y_pos,
    input wire [3:0] score_p1,       
    input wire [3:0] score_p2        
);
    assign x_pos = START_X;
    localparam PSC_LIMIT = 25_175_000 / PDL_SPEED;
    reg [18:0] vel_count = 0;
    wire [9:0] ai_ypos;
    ai_opponent #(
        .V_VIDEO(V_VIDEO),
        .PDL_HEIGHT(PDL_HEIGHT),
        .SPEED(AI_SPEED),
        .RESET_SPEED(AI_RESET_SPEED),
        .REACTION_TIME(AI_REACTION_TIME),
        .RETURN_DELAY(RETURN_DELAY),
        .MIN_OFFSET(MIN_OFFSET), .MAX_OFFSET(MAX_OFFSET),
        .BASE_OFFSET(BASE_OFFSET),
        .SCALING_FACTOR(SCALING_FACTOR)
    ) computer (
        .clk_0(clk_0),
        .rst(rst),
        .sq_xpos(sq_xpos), .sq_ypos(sq_ypos),
        .sq_xveldir(sq_xveldir),
        .sq_missed(sq_missed),
        .reset_game(reset_game),
        .score_p1(score_p1), .score_p2(score_p2),
        .ai_ypos(ai_ypos)
    );
    always @(posedge clk_0 or negedge rst) begin
        if (!rst) begin
            y_pos <= (V_VIDEO / 2) - (PDL_HEIGHT / 2);
            vel_count <= 0;
        end else if (reset_game) begin
            y_pos <= (V_VIDEO / 2) - (PDL_HEIGHT / 2);
            vel_count <= 0;
        end else begin
            if (mode_choice == 2'b01) begin
                y_pos <= ai_ypos;
            end else if (mode_choice == 2'b10) begin
                if (move_up && !move_down) begin
                    if (vel_count < PSC_LIMIT) begin
                        vel_count <= vel_count + 1;
                    end else begin
                        vel_count <= 0;
                        if (y_pos > 0)
                            y_pos <= y_pos - 1;
                    end
                end else if (move_down && !move_up) begin
                    if (vel_count < PSC_LIMIT) begin
                        vel_count <= vel_count + 1;
                    end else begin
                        vel_count <= 0;
                        if (y_pos + PDL_HEIGHT < V_VIDEO - 1)
                            y_pos <= y_pos + 1;
                    end
                end else begin
                    vel_count <= 0;  
                end
            end
        end
    end
endmodule
</file>
<file path="constraint.sdc">
current_design paddle_control

set clk_period 5.3
set clk_io_pct 0.2

create_clock -name clk0 -period $clk_period [get_ports {clk_0}]

set non_clock_inputs [all_inputs -no_clocks]
set_input_delay [expr $clk_period * $clk_io_pct] -clock clk0 $non_clock_inputs
set_output_delay [expr $clk_period * $clk_io_pct] -clock clk0 [all_outputs]
</file>
==> impl_metrics.json <==
{
  "status": "finished with violations",
  "failed_checks": "negative setup slack",
  "insertion_delay_ps": 420,
  "postLayoutSetupSlackWorst_ps": -215,
  "yosys-stat-cells": 1188,
  "rsz_0062_raised_after_global_routing": "yes",
  "setup.worst_path.start_class": "input port",
  "tritoncts_sink_count": 144,
  "cts_root_buffer": "sky130_fd_sc_hd__clkbuf_16",
  "synth-seq-cells": 144,
  "routabilityCongestion": 0.878,
  "port_buffers": 36,
  "grtUsageTotal_pct": 17.6,
  "cellPowerDensity_mw_per_mm2": 275,
  "min-delay-path-class": "register to register",
  "core_mm2": 0.0245,
  "drive_above_1_share_pct": 19.5,
  "synth-area-yosys_mm2": 0.0100,
  "drt_iter0_drc": 490,
  "fillers": 2166,
  "synth_adder_area_share_pct": 10.3,
  "synth_compound_gate_area_share_pct": 17.2,
  "areaGrowthSynthToFinish_pct": 26.8,
  "detailedRoute.firstPassIterationCount": 4,
  "cts-htree-levels": 4,
  "final_cell_mix": "sky130_fd_sc_hd__nor2_1 (123), sky130_fd_sc_hd__buf_4 (99), sky130_fd_sc_hd__nand2_1 (90)",
  "enable_flop_cells": 35,
  "largest_area_contributor_in_the_netlist": "sky130_fd_sc_hd__dfxtp_1",
  "vdd_drop_max_uv": 236,
  "average_routed_wire_per_standard_cell_um": 12.9,
  "number_of_cells_in_the_design_after_placement": 1595,
  "multi_input_comb_area_mm2": 0.00683,
  "fin_crit_sh_pct": 104,
  "final_max_slew_viol_count": 0,
  "cts_buffer_depth": 2,
  "critical_path_peak_fanout": 7,
  "postRouteWirelength_mm": 21.5,
  "xor_share_pct": 8.73,
  "floorplan.core_util_pct": 41.0,
  "grt_antenna_before_repair": 0,
  "dieArea_mm2": 0.0257,
  "synth_async_sr_flop_share_pct": 20.1,
  "place_ws_ps": -1150,
  "pin_count_of_the_biggest_net_entering_global_routing": 38,
  "max-cap-violations": 0,
  "arrival_ps": 5680,
  "drt.antenna.violating_nets": 0,
  "worst-endpoint-required_ps": 5460,
  "synth_largest_type_area_fraction_pct": 16.0,
  "final_common_cell": "sky130_fd_sc_hd__nor2_1",
  "yosys_warnings": 2,
  "cts-buffers-inserted": 17,
  "first_global_vias": 8079,
  "top_level_ports": 57,
  "synth-simple-area-share_pct": 23.7,
  "grt_first_pass_wirelength_mm": 37.3,
  "topCellsByArea": "sky130_fd_sc_hd__dfxtp_1 (16%), sky130_fd_sc_hd__edfxtp_1 (10%), sky130_fd_sc_hd__ha_1 (8.9%), sky130_fd_sc_hd__dfrtp_1 (6.7%), sky130_fd_sc_hd__nor2_1 (4.9%)",
  "dp_hpwl_mm": 15.3,
  "finish.cell_count_without_fillers": 1657,
  "globalRoute.totalOverflow": 0,
  "dominant_flop_cell": "sky130_fd_sc_hd__dfxtp_1",
  "post_synth_num_cell_types": 80,
  "vias_per_cell": 5.20,
  "ys_seq_share_pct": 33.7,
  "p_leak_nw": 4.90,
  "detail_route.drc_violations": 0,
  "warnings": 59,
  "synth_area_per_cell_um2": 8.44,
  "tritoncts": "built",
  "fmax_ghz": 0.181,
  "synthCells": 1188,
  "slew_headroom_pct": 48.6,
  "clkTransAtPathRegs_ps": 60,
  "synth.mux.area_fraction_pct": 1.42,
  "max_slew.worst_pin.slew_ps": 764,
  "detail_route.antenna_diodes": 0,
  "width_of_the_die_um": 160,
  "dr_total_vias": 8616,
  "final_hold_viols": 0,
  "yosys-dominant-comb-family": "simple AND/OR/NAND/NOR gates",
  "placement_rows": 57,
  "holdWs_ps": 404,
  "critical_path.endpoint_type": "register",
  "register_area_mm2": 0.00338,
  "setup-violations-final": 10,
  "syn-cell-area_mm2": 0.0100,
  "period_minus_slack_ps": 5520,
  "final.setup_skew_ps": 13.1,
  "die_y_um": 160,
  "critPathKind": "input port to register"
}
-- state kept, by name, indices dropped and copies added, names as in the netlist --
signal,count
computer.offset_dir_locked,1
computer.return_count,24
computer.vel_count,19
computer.reset_vel_count,19
computer.ai_ypos,10
computer.lfsr_data,6
computer.reaction_count,25
y_pos,10
computer.dynamic_target_y,10
computer.aim_high,1
vel_count,19
-- cells in the mapped netlist (all sizes together), types with 5 or more instances --
cell / number
nand4: 26
and2: 15
a2111oi: 5
nor4: 8
dfrtp: 27
xnor2: 49
o211ai: 9
xor2: 51
clkbuf: 29
o21a: 8
mux2i: 12
or2: 7
nand3b: 7
and4: 7
o21ai: 66
a22oi: 6
fa: 7
a21o: 17
inv: 72
dfxtp: 80
or3: 18
a211oi: 9
edfxtp: 35
ha: 71
nand2: 91
nand3: 55
buf: 17
nor2: 130
a31oi: 17
a21boi: 5
o31ai: 9
a21oi: 66
nand2b: 13
and3: 24
nor2b: 13
nor4b: 5
nor3: 41
-- power by group --
| group | switching, mW | total, mW | internal (mW) |
|---|---|---|---|
| registers | 0.0144 | 1.17 | 1.15 |
| clock network | 0.480 | 1.14 | 0.663 |
| logic | 0.566 | 1.19 | 0.622 |
| total | 1.06 | 3.50 | 2.44 |
-- worst max-delay path, stage by stage --
cell and delay, ps:
sky130_fd_sc_hd__buf_12 110, sky130_fd_sc_hd__inv_12 40, sky130_fd_sc_hd__ha_4 120, sky130_fd_sc_hd__inv_4 30, sky130_fd_sc_hd__fa_2 620, sky130_fd_sc_hd__ha_4 150
sky130_fd_sc_hd__inv_2 30, sky130_fd_sc_hd__fa_2 470, sky130_fd_sc_hd__ha_4 180, sky130_fd_sc_hd__nand2b_4 130, sky130_fd_sc_hd__or2_4 260, sky130_fd_sc_hd__o21ai_4 190
sky130_fd_sc_hd__buf_6 140, sky130_fd_sc_hd__nor3_4 40, sky130_fd_sc_hd__a31o_2 220, sky130_fd_sc_hd__ha_4 230, sky130_fd_sc_hd__and3_4 190, sky130_fd_sc_hd__a221oi_4 310
sky130_fd_sc_hd__buf_6 150, sky130_fd_sc_hd__a21oi_2 60, sky130_fd_sc_hd__xnor2_2 230, sky130_fd_sc_hd__a2111oi_4 80, sky130_fd_sc_hd__buf_6 150, sky130_fd_sc_hd__or2_4 260
sky130_fd_sc_hd__o22a_1 210
-- cells by family after synthesis --
logic type,Yosys count
buffers and inverters,118
AND/OR/NAND/NOR,472
multiplexers,14
other,2
flip-flops,144
adder cells (fa/ha/maj),78
XOR/XNOR,100
AND-OR/OR-AND,260
-- timing repair --
action,CTS,global route
hold buffers,0,0
endpoints found under the hold margin,0,0
buffers inserted,27,6
resized,77,31
setup endpoints to repair,10,10
pin swaps,39,29
-- routing by layer --
layer / track usage, % / routed length (um)
met5: 0 / 0
met2: 27.4 / 9580
met4: 1.86 / 136
met1: 27.8 / 11000
met3: 2.45 / 725
-- cell type report --
type | count | area share, %
clock buffer | 21 | 3.79
clock inverter | 11 | 0.689
inverter | 72 | 2.24
multi-input combinational | 938 | 53.7
sequential | 144 | 26.6
tap | 324 | 3.19
timing repair buffer | 147 | 9.79
-- path summary, 6_finish.rpt --
check	start	endpoint	slack, ps	cells after the start
max in group asynchronous	rst	y_pos[7]$_DFFE_PN1P_	3870	2
max reg2reg	computer.ai_ypos[4]$_SDFFE_PP0P_	computer.ai_ypos[1]$_SDFFE_PP0P_	1660	11
min in group asynchronous	rst	y_pos[0]$_DFFE_PN0P_	1070	2
max	score_p2[0]	computer.dynamic_target_y[1]$_DFFE_PP_	-220	25
min reg2reg	computer.lfsr_data[0]$_SDFF_PN1_	computer.lfsr_data[1]$_SDFF_PN1_	400	1
min	computer.lfsr_data[0]$_SDFF_PN1_	computer.lfsr_data[1]$_SDFF_PN1_	400	1
-- through the flow --
| stage | total power [mW] | utilization [%] | setup TNS (ps) | cell area [um2] |
|---|---|---|---|---|
| floorplan | 1.80 | - | -1110 | 10300 |
| global placement | 2.12 | 46.9 | -10170 | 11500 |
| detailed placement | 2.12 | 46.9 | -10780 | 11500 |
| CTS | 3.45 | 51.1 | -994 | 12500 |
| global route | 3.69 | 52.0 | -3180 | 12700 |
| finish | 3.50 | 52.0 | -1600 | 12700 |
Power and IR drop assume default switching activity.
